File: flow/run.sh
#!/bin/bash
# OpenROAD 26Q1-2900-gdf79404cd8, Yosys 0.63+post, stock flow scripts
make -C /OpenROAD-flow-scripts/flow DESIGN_CONFIG=/design/flow/config.mk WORK_HOME=/design/flow/orfs finish
File: flow/config.mk
export PLATFORM = sky130hd
export DESIGN_NAME = hazard_detection_unit
export DESIGN_NICKNAME = hazard_detection_unit
export VERILOG_FILES = /design/flow/design.v
export SDC_FILE = /design/flow/constraint.sdc
export NUM_CORES = 4
export LEC_CHECK = 1
export CORE_AREA = 10 10 70 70
export DIE_AREA = 0 0 80 80
File: flow/constraint.sdc
current_design hazard_detection_unit

set clk_period 2.4
set clk_io_pct 0.2

create_clock -name clk0 -period $clk_period

set non_clock_inputs [all_inputs -no_clocks]
set_input_delay [expr $clk_period * $clk_io_pct] -clock clk0 $non_clock_inputs
set_output_delay [expr $clk_period * $clk_io_pct] -clock clk0 [all_outputs]
File: flow/design.v
`timescale 1ns / 1ps
module data_forwarding(
input [4:0] EX_MEM_rd, MEM_WB_rd, ID_EX_rs1, ID_EX_rs2, EX_MEM_rs2,
input EX_MEM_reg_write, MEM_WB_reg_write, MEM_WB_mem2reg,
input [4:0] IF_ID_rs1, IF_ID_rs2,  
output reg [1:0] forwardA, forwardB,
output reg forwardC, forwardD, forwardE   
);
always @ (*)
begin
    if(MEM_WB_reg_write && (MEM_WB_rd != 0)  
    && !(EX_MEM_reg_write && (EX_MEM_rd != 0) && (EX_MEM_rd == ID_EX_rs1))  
    && (MEM_WB_rd == ID_EX_rs1))
        forwardA = 2'b01;
    else if(EX_MEM_reg_write && (EX_MEM_rd != 0) && (EX_MEM_rd == ID_EX_rs1))  
        forwardA = 2'b10;
    else  
        forwardA = 2'b00;
    if(MEM_WB_reg_write && (MEM_WB_rd != 0)  
    && !(EX_MEM_reg_write && (EX_MEM_rd != 0) && (EX_MEM_rd == ID_EX_rs2))
    && (MEM_WB_rd == ID_EX_rs2))
        forwardB = 2'b10;
    else if(EX_MEM_reg_write && (EX_MEM_rd != 0) && (EX_MEM_rd == ID_EX_rs2))  
        forwardB = 2'b01;
    else  
        forwardB = 2'b00;
    if(MEM_WB_reg_write &&
     (MEM_WB_mem2reg) &&  
      (MEM_WB_rd != 0) && (MEM_WB_rd == EX_MEM_rs2))
        forwardC = 1'b1;
    else
        forwardC = 1'b0;
     if(MEM_WB_reg_write && (MEM_WB_rd != 0)  
        && (MEM_WB_rd == IF_ID_rs1))
        forwardD = 1'b1;  
     else
        forwardD = 1'b0;
     if(MEM_WB_reg_write && (MEM_WB_rd != 0)  
        && (MEM_WB_rd == IF_ID_rs2))
        forwardE = 1'b1;  
     else
        forwardE = 1'b0;
end
endmodule
module hazard_detection_unit(
input [31:0] ins,
input [4:0] ID_EXE_rd,
input ID_EXE_mem_read,  
input ID_EXE_mem_write,  
output reg PC_write, IF_ID_write, control_stall
);
wire [4:0] IF_ID_rs1, IF_ID_rs2;
assign IF_ID_rs1 = ins[19:15];
assign IF_ID_rs2 = ins[24:20];
always @ (*)
begin
    if(ID_EXE_mem_read  
    && (~ID_EXE_mem_write)  
    &&((ID_EXE_rd == IF_ID_rs1) || (ID_EXE_rd == IF_ID_rs2) ))
        begin  
        PC_write = 0;
        IF_ID_write = 0;
        control_stall = 1;
        end
    else
        begin  
        PC_write = 1;
        IF_ID_write = 1;
        control_stall = 0;
        end
end
endmodule
==> results.ini <==
[run_status]
outcome = finished clean

[drt]
drc = 0
antenna_cells = 0
met1_length_um = 251
vias = 189
first_iter_violations = 3
drtPass1Iterations = 2
highest_layer = met3
wl_per_cell_um = 8.49
ant_nets = 0
avgViaCountPerCell = 2.28
met3_length_um = 108
wl_met2_um = 344
drt-total-wl_um = 705

[final_layout]
fill_cells = 397
lay_top_cells = clkdlybuf4s50_1 (10), xnor2_1 (8), dlymetal6s2s_1 (5), dlygate4sd2_1 (5)
syn_to_final_growth_pct = 199
fin_util = 0.119
clkbuf_count = 0
drive_gt1_frac = 0.0541
lay_top_count = clkdlybuf4s50_1
ff_latch_area_um2 = 0
fin_cells = 83
flops = 0

[critical_path]
cp.buffers_inverters = 2
cpLargestDelayFamily = buffers and inverters
slowest_stage = clkdlybuf4s50_1
end_kind = primary output
critPathMaxFanout = 2
arrival_ps = 1570
crit_path_start_kind = primary input
critPathMaxStageDelay_ps = 470
worstSetupPathType = in2out
path_depth = 5
path_cells = clkdlybuf4s50_1, xnor2_1, nand4_1, o22a_1, dlymetal6s2s_1
required_ps = 1920

[placement]
port_buffers = 20
place.gp.congestion = 0.765
dp_cells = 83

[sta]
fmax_mhz = 487
tns_ps = 0
worst_slew_margin_rel = 0.889
min_period_ps = 2050
finalHoldViolCount = 0
min_period_over_period = 0.855
worst_pin_slew_ps = 165
setup_viol = 0
rsz0062_at_grt = no
slew_viol_final = 0

[die]
io_pins = 42
die-area_um2 = 6400
dieHeight_um = 80
rows = 21
die_x_um = 80
core_region_area_um2 = 3420
initial_core_util = 0.0399

[global_routing]
grt_pass1_wl_um = 972
grt_pass1_vias = 213
grt_max_degree = 3
grt_antenna_before_repair = 0
grt_use_total = 0.0182
grt.overflow.total = 0

[job]
maxCapViolations = 0
warning_count = 54

[cts]
post-cts-setup-buffers = 0

[synth]
ys_seq_frac = 0
ys_area_um2 = 136
synth_area_um2 = 136
ys_cells = 18
yosys_warnings = 1
synth.distinct_cells = 7
avgSynthCellArea_um2 = 7.58
synth_cells = 18

[min_path]
hold_path.class = in2out
whs_path_depth = 5

[power_and_ir_drop]
p_leak_nw = 0.161
ir_drop_mv = 0.0161
p_per_area_nw_per_um2 = 132

## final timing paths
check / startpoint / end / slack, ps
hold / removal: ins[22] / control_stall / 1460
setup / recovery: ins[23] / IF_ID_write / 350
## synthesized netlist by cell type
cell | n | share of area
o22ai_1 | 1 | 0.046
nor2b_1 | 1 | 0.046
buf_4 | 1 | 0.055
xnor2_1 | 10 | 0.64
o22a_1 | 1 | 0.064
nand4_1 | 2 | 0.092
nand2_1 | 2 | 0.055
## logic make-up after synthesis
kind of cell,after synthesis,share of synthesized area
buffers and inverters,1,0.0551
AOI/OAI and AO/OA,2,0.110
xor gates and xnor gates,10,0.642
and+or+nand+nor,5,0.193
## power breakdown
group	total, mW	switching, mW	internal (mW)	leakage (nW)
combinational	0.0540	0.0175	0.0365	0.161
clock	0	0	0	0
sequential	0	0	0	0
total	0.0540	0.0175	0.0365	0.161
## tightest hold or removal path, cell delays in order
cell and delay, ps:
dlymetal6s2s_1 120, xnor2_2 70, nand4_1 100, o22ai_1 80
dlymetal6s2s_1 130
## final cells by class
| cell class | instances | area [um2] | share of cell area |
|---|---|---|---|
| Timing Repair Buffer | 20 | 206 | 0.506 |
| Multi-Input combinational cell | 17 | 144 | 0.353 |
| Tap cell | 46 | 57.6 | 0.141 |
## repair_timing
item,in CTS,in global routing
pin swaps,7,5
setup endpoints to repair,3,3
gates resized,6,6
hold buffers,0,0
## through the flow
stage	hold WS, ps	total power [mW]	cell area (um2)	worst slack [ps]
2_1_floorplan	1090	0.0188	136	873
3_3_place_gp	2000	0.0554	387	-44.2
3_5_place_dp	2010	0.0555	387	-60.2
4_1_cts	1840	0.0546	388	4.24
5_1_grt	1520	0.0582	408	277
6_report	1460	0.0540	408	347
## per-layer routing
layer / up-vias / GRT usage
li1: 100 / -
met1: 78 / 0.0178
met2: 11 / 0.0353
met3: 0 / 0.00909
met4: 0 / 0
met5: - / 0
No activity file was given, so power comes from the tool's default toggle rates.
